<file path="./config.mk">
export PLATFORM = sky130hd
export DESIGN_NAME = lfsr
export DESIGN_NICKNAME = lfsr
export VERILOG_FILES = /design/flow/design.v
export SDC_FILE = /design/flow/constraint.sdc
export NUM_CORES = 4
export LEC_CHECK = 1
export CORE_AREA = 10 10 70 70
export DIE_AREA = 0 0 80 80
</file>
<file path="./constraint.sdc">
current_design lfsr

set clk_period 1.0
set clk_io_pct 0.2

create_clock -name clk0 -period $clk_period [get_ports {clk}]

set non_clock_inputs [all_inputs -no_clocks]
set_input_delay [expr $clk_period * $clk_io_pct] -clock clk0 $non_clock_inputs
set_output_delay [expr $clk_period * $clk_io_pct] -clock clk0 [all_outputs]
</file>
<file path="./design.v">
`timescale 1ns / 1ps
module lfsr #(parameter n = 8)(clk,rst,seed,q,rdo);
    input clk,rst;
    input [n-1:0] seed;
    output reg [n-1:0] q;
    output reg rdo;
    integer i=1;
    always@(posedge clk)begin
        rdo = q[1]^q[7];
        if(rst)begin
            q <= (seed == {n{1'b0}}) ? {{n-1{1'b0}},1'b1} : seed;
        end
        else begin
            q <= {q[n-2:0],rdo};
        end
    end
endmodule
</file>
<file path="./run.sh">
#!/bin/bash
# OpenROAD 26Q1-2900-gdf79404cd8, Yosys 0.63+post, stock flow scripts
make -C /OpenROAD-flow-scripts/flow DESIGN_CONFIG=/design/flow/config.mk WORK_HOME=/design/flow/orfs finish
</file>
==> results.yml <==
# physical design summary
run_status:
  status: "complete, no violations"
sta:
  finalSetupTns_ns: 0
  min_period_ns: 0.974
  drv_slew: 0
  fmax_mhz: 1030
  setup_viol: 0
  tightestPinTransition_ns: 0.209
  hold_viol_final: 0
  fin_crit_sh_pct: 97.4
  relSlewSlack_pct: 86.0
  rsz0062_at_grt: "no"
  finClkSkew_ns: 0.00213
floorplan:
  fp_util_pct: 8.90
  std_cell_rows: 21
  dieArea_mm2: 0.00640
  fp.dieH_um: 80
  core_area_mm2: 0.00342
  pin_count: 19
  die_w_um: 80
logic_synthesis:
  synth_area_leader_cell: "dfxtp_1"
  yosys_area_um2: 304
  synth_cell_types: 8
  ys_seq_share_pct: 59.3
  syn_area_per_cell_um2: 13.2
  top_area_share_pct: 59.3
  ys_ff: 9
  syn-instance-count: 23
  mappedNetlistArea_um2: 304
  netlist_top_cells_area: "dfxtp_1 (59%), mux2_2 (26%), nor4_2 (4.1%)"
  ys_cells: 23
  yosys_warnings: 1
placement:
  routabilityCongestion: 0.807
  io_buffers: 18
  hpwl_um: 777
  place_inst: 90
cts:
  cts_buffer_depth: 2
  cts_made_buffers: 3
  cts_tree: "done"
  cts_sinks: 9
  cts_root_buffer: "clkbuf_4"
  cts.clk_slew.worst_paths_ns: 0.06
  htreeDepth: 1
  clkLatencyLatePin_ns: 0.26
  hold_buffers: 0
worst_setup_path:
  critPathRequiredTime_ns: 1.19
  arrival_ns: 1.16
  cp-end-kind: "flip-flop"
  cp-start-kind: "primary input"
  r2r_start: "q[3]"
  path_max_fanout: 2
  crit_type: "in2reg"
  rr_worst_depth: 3
  reg2reg_to: "q[4]"
  r2r_slack_ns: 0.09
global_route:
  gr-total-overflow: 0
  grt_usage_pct: 3.07
  grt_pass1_vias: 288
  grt_first_pass_wirelength_um: 1440
  grt_max_degree: 10
  grt_antenna_before_repair: 0
pwr:
  power_leakage_nw: 0.236
  ir_drop_uv: 427
  power_density_mw_per_mm2: 1440
drt:
  ant_nets: 0
  routed_via_density: 2.80
  avgRoutedWirePerCell_um: 9.91
  antennaDiodeCount: 0
  dr_total_vias: 266
  drt_iter0_markers: 20
  drc: 0
  drt_pass1_iterations: 4
  totalWireLength_um: 941
min_path:
  timing.hold.worst.start: "rst"
  min_path_cells: 3
  hold_path_class: "in2reg"
  min_to: "q[0]"
layout:
  stdcell_count: 95
  drive_gt1_share_pct: 55.1
  synthToLayoutAreaGrowth_pct: 104
run:
  maxCapViolCount: 0
  log.warning_count: 25
==> registers in the layout, summed over array words and instances (netlist names) <==
register	flops
q	8
rdo	1
==> final cells by class <==
type / instances / area (um2)
Multi-Input combinational cell: 13 / 126
Clock buffer: 4 / 26.3
Fill cell: 375 / 2800
Sequential cell: 9 / 190
Tap cell: 46 / 57.6
Timing Repair Buffer: 23 / 219
==> synth_stat cells <==
cell type  instances
mux2_2             7
nor4_2             1
dfxtp_1            9
nor2_1             1
nor3_1             1
a21oi_1            2
buf_2              1
xor2_1             1
==> worst max path at each step <==
stage | from | endpoint | slack, ns | cells after the start
6_report | seed[6] | q[0] | 0.03 | 4
5_1_grt | seed[6] | q[0] | 0.001 | 4
4_1_cts | rdo | rdo | 0.008 | 1
==> power by group <==
| part | internal, mW | switching (mW) |
|---|---|---|
| clock | 0.153 | 0.116 |
| sequential | 0.413 | 0.0198 |
| combinational | 0.142 | 0.0498 |
| total | 0.708 | 0.186 |
==> placed cells by master, fill, tap and decap left out, types with 2 or more instances in the layout <==
cell type	count
dfxtp_2	8
a21oi_1	2
mux2_2	7
clkbuf_4	3
clkdlybuf4s50_1	8
clkdlybuf4s15_1	7
buf_4	4
clkbuf_2	2
==> critical path: stages <==
cell             delay (ns)
clkdlybuf4s50_1        0.46
nor4_2                 0.27
a21oi_1                0.10
a21oi_1                0.13
==> metal layers <==
layer / GRT usage [%] / wire length (um)
met1: 4.50 / 499
met2: 2.49 / 192
met3: 3.86 / 249
met4: 0 / 0
met5: 0 / 0
==> cells by family after synthesis <==
logic type / count (synthesis) / share of synthesized area, %
mux: 7 / 25.9
simple gates: 3 / 6.99
buf+inv: 1 / 1.64
compound gates: 2 / 3.29
xor+xnor: 1 / 2.88
flops: 9 / 59.3
==> per-stage QoR <==
step	worst slack [ns]	hold WS, ns	instance area [um2]	util (%)	total power, mW
3_5_place_dp	-0.283	0.470	579	17.0	0.643
2_1_floorplan	0.178	0.346	304	-	0.470
3_3_place_gp	-0.285	0.477	579	17.0	0.645
5_1_grt	0.00129	0.430	619	18.1	0.952
4_1_cts	0.00779	0.408	628	18.4	0.916
6_report	0.0264	0.412	619	18.1	0.894
==> repair_timing <==
item                                    4_1_cts  5_1_grt
endpoints found under the setup margin       16        4
pin swaps                                     0        1
hold endpoints to repair                      0        0
resized                                      26        4
buffers inserted                              2        0
Power and IR drop assume default switching activity.
