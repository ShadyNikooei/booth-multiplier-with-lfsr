==> flow/design.v <==
`timescale 1ns / 1ps
module booth_mul #(parameter n = 6)(num_1, num_2, result);
    input signed [n-1:0] num_1, num_2;
    output reg signed [2*n+1:0] result;
    reg signed [n-1:0] a;
    reg signed [n:0] b;
    reg signed [2*n+1:0] parshal_pr;
    reg [2:0] part_sel;
    integer i = 0;
    always@(num_1,num_2) begin
        a = num_1;
        b = {num_2[n-1], num_2, 1'b0};
        parshal_pr = 0;
        part_sel = 0;
        for(i=0; i<n-2 ; i = i+2)begin
            part_sel = {b[i+2], b[i+1], b[i]};
            case (part_sel)
                3'b000, 3'b111: parshal_pr = parshal_pr + 0;  
                3'b001, 3'b010: parshal_pr = parshal_pr + a;  
                3'b011:         parshal_pr = parshal_pr + (a <<1);  
                3'b100:         parshal_pr = parshal_pr -(a <<1);  
                3'b101, 3'b110: parshal_pr = parshal_pr -a;  
                default parshal_pr = parshal_pr;
            endcase
            parshal_pr = parshal_pr<<2;            
        end
        result = parshal_pr;
    end
endmodule
==> flow/run.sh <==
#!/bin/bash
# OpenROAD 26Q1-2900-gdf79404cd8, Yosys 0.63+post, stock flow scripts
make -C /OpenROAD-flow-scripts/flow DESIGN_CONFIG=/design/flow/config.mk WORK_HOME=/design/flow/orfs finish
==> flow/config.mk <==
export PLATFORM = sky130hd
export DESIGN_NAME = booth_mul
export DESIGN_NICKNAME = booth_mul
export VERILOG_FILES = /design/flow/design.v
export SDC_FILE = /design/flow/constraint.sdc
export NUM_CORES = 4
export LEC_CHECK = 1
export CORE_AREA = 10 10 88 88
export DIE_AREA = 0 0 98 98
==> flow/constraint.sdc <==
current_design booth_mul

set clk_period 4.9
set clk_io_pct 0.2

create_clock -name clk0 -period $clk_period

set non_clock_inputs [all_inputs -no_clocks]
set_input_delay [expr $clk_period * $clk_io_pct] -clock clk0 $non_clock_inputs
set_output_delay [expr $clk_period * $clk_io_pct] -clock clk0 [all_outputs]
==> flow_metrics.rpt <==
PHYSICAL IMPLEMENTATION REPORT
----------------------------------------------------
[Final timing]
  Final cycle utilization of the critical path ........................ 0.977
  Number of hold-slack violations in the final timing report ........................ 0
  Max transition margin ........................ 0.597
  Post-route minimum period ........................ 4.79 ns
  Minimum setup slack in the final design ........................ 0.114 ns
  F_max ........................ 0.209 GHz
  Finish-stage setup viols ........................ 0
  Unrepaired setup endpoints after global routing ........................ yes
  Measured slew at the worst slew-check pin ........................ 0.600 ns
  Count of pins over their slew limit ........................ 0

[Worst setup path]
  Biggest fanout along the worst timing path ........................ 3
  Endpoint type of the worst setup path ........................ output port
  Worst Path Arrival ........................ 3.81 ns
  Critical path class ........................ in2out
  Data required time at the worst endpoint ........................ 3.92 ns
  Launch point of the critical path ........................ num_1[0]
  Type of element launching the critical path ........................ input pin

[Floorplan]
  Boundary pin count ........................ 26
  Width of the die ........................ 98 um
  Share of the core filled by cells before placement ........................ 0.345
  Standard cell core area ........................ 5920 um^2
  Number of rows in the core area ........................ 28
  Full die area ........................ 9600 um^2
  Height of the die ........................ 98 um

[Clocking]
  Post-cts hold buffer count ........................ 0

[Job]
  Number of max-cap violations ........................ 0
  Log Warnings ........................ 40

[GRT]
  Remaining Overflow, GRT ........................ 0
  Initial antenna violation count ........................ 0
  Vias in the first global route ........................ 2,600
  Largest net degree at the start of global routing ........................ 27
  Total Routing Usage GR ........................ 0.153
  Wire length of the first global-routing pass ........................ 12,800 um

[Detailed routing]
  Ratio of routed vias to standard cells ........................ 5.59
  Number of vias in the routed layout ........................ 2,807
  Detailed-route DRC error count ........................ 0
  Initial DRC Count ........................ 178
  Total wire length after detailed routing ........................ 7960 um
  Initial DRT Pass Iterations ........................ 4
  DR WL/cell ........................ 15.9 um
  Antenna cells ........................ 0
  ANT nets after route ........................ 0

[Final layout]
  Number of sequential storage elements ........................ 0
  Clock tree buffer count of the final layout ........................ 0
  Utilization of the core after routing ........................ 0.605
  Layout cells sized above 1 ........................ 0.487
  P&R area growth vs syn ........................ 75.3%
  Register area ........................ 0 um^2

[Yosys]
  Syn avg cell area ........................ 6.77 um^2
  Number of warning messages in the yosys log ........................ 1
  Distinct cell type count of the synthesized netlist ........................ 75
  Number of standard cells reported by yosys ........................ 302
  Part of the Yosys area used for sequential elements ........................ 0
  Instance count of the mapped netlist ........................ 302
  Combined area of all synthesized cells ........................ 2040 um^2
  Post-synth area from yosys stat ........................ 2040 um^2

[Power]
  IR drop worst, VDD ........................ 0.0000558 V
  P_leak ........................ 1.64 nW
  Power per cell area ........................ 148 nW/um^2

[Hold path]
  Type of the tightest min-delay check ........................ in2out
  Hold Crit Start ........................ num_2[2]

[Placed design]
  Post-placement setup slack ........................ -0.833 ns
  I/O Buffers ........................ 22
  Post-detailed-placement half-perimeter wirelength ........................ 5940 um
  Weighted congestion at the end of routability-driven global placement ........................ 0.950

[Run status]
  Run status ........................ completed

----------------------------------------------------
==> repair_timing <==
| item | 4_1_cts | 5_1_grt |
|---|---|---|
| buffers inserted | 12 | 7 |
| cloned | 1 | 0 |
| setup endpoints to repair | 8 | 8 |
| pin swaps | 38 | 30 |
| gates resized | 83 | 35 |
==> logic make-up after synthesis <==
family / share of synthesized area
buffers and inverters: 0.0925
other: 0.00184
adder cells (fa/ha/maj): 0.157
AND/OR/NAND/NOR: 0.232
XOR/XNOR: 0.0943
multiplexers: 0.0147
AND-OR/OR-AND: 0.407
==> through the flow <==
step                      total power (W)  hold slack, ns  instance area, um^2  setup TNS, ns  instances
after floorplan                  0.000239            2.17                 2050              0        303
after global placement           0.000443            3.19                 3050          -4.88        483
after detailed placement         0.000444            3.19                 3050          -5.23        483
after CTS                        0.000493            2.80                 3380              0        495
after global routing             0.000575            2.68                 3580        -0.0559        502
final                            0.000530            2.63                 3580              0        502
==> cell usage after synthesis, types with 2 or more instances <==
cell / count / share of area
o31ai_1: 3 / 0.011
nor3_1: 7 / 0.017
o221a_2: 2 / 0.011
xor2_1: 6 / 0.026
nand4b_1: 2 / 0.0086
a221oi_1: 5 / 0.021
clkinv_1: 2 / 0.0037
xnor2_1: 16 / 0.069
clkbuf_1: 15 / 0.028
ha_1: 20 / 0.12
a311oi_1: 3 / 0.013
a31oi_1: 6 / 0.018
buf_6: 2 / 0.011
inv_1: 17 / 0.031
nand3_1: 13 / 0.032
o21ai_0: 17 / 0.042
nand2b_1: 2 / 0.0061
nor2b_1: 2 / 0.0061
a21oi_1: 16 / 0.039
a211o_1: 3 / 0.013
a21o_1: 6 / 0.022
a211oi_1: 3 / 0.011
nand2_1: 29 / 0.053
o22ai_1: 3 / 0.0092
a22oi_1: 3 / 0.011
maj3_1: 4 / 0.020
and2_1: 3 / 0.0092
o21ai_1: 3 / 0.0073
buf_2: 3 / 0.0073
mux2i_1: 3 / 0.015
o31a_1: 2 / 0.0086
o211ai_1: 6 / 0.022
nand4_1: 2 / 0.0061
buf_4: 2 / 0.0073
o2111ai_1: 3 / 0.013
a221o_1: 2 / 0.0098
a32oi_1: 2 / 0.0086
nor4_1: 3 / 0.0092
or3_1: 2 / 0.0061
nand3b_1: 3 / 0.011
nor2_1: 22 / 0.040
==> power breakdown <==
| part | internal, W | switching, W |
|---|---|---|
| clock | 0 | 0 |
| sequential | 0 | 0 |
| combinational | 0.000285 | 0.000245 |
==> cell type report <==
type	instances	area, um^2
Fill cell	479	2340
Inverter	19	72.6
Multi-Input combinational cell	260	2230
Tap cell	75	93.8
Timing Repair Buffer	148	1190
==> critical path, stage by stage <==
cell and delay (ns):
buf_4 0.11, inv_2 0.05, ha_4 0.26, nand2_1 0.05, o21ai_1 0.09, a22oi_2 0.11, buf_4 0.14, buf_4 0.12
buf_4 0.13, fa_2 0.34, inv_1 0.06, a21oi_1 0.06, maj3_2 0.33, o31a_1 0.35, o221a_1 0.27, o221ai_2 0.17
clkdlybuf4s15_1 0.20
==> routing by layer <==
layer / up-vias / wire length, um / global-route usage
li1: 1397 / - / -
met1: 1313 / 3840 / 0.223
met2: 88 / 3630 / 0.247
met3: 9 / 402 / 0.00853
met4: 0 / 89 / 0.0190
met5: - / 0 / 0
==> final timing paths <==
kind,endpoint,slack (ns),depth (start not counted)
min,result[7],2.63,4
max,result[10],0.11,17
==> layout by cell type (no fill, tap or decap), types with 9 or more instances in the layout <==
master	instances
a21oi_1	10
xnor2_1	12
buf_6	10
nand3_1	10
inv_1	12
nor2_1	20
ha_1	11
nand2_1	27
buf_4	117
o21ai_1	9
Power is estimated from default activity; no workload was simulated.
